--- /design/flow/design.v ---
module subtractor_16bits(
    input [15:0] a,
    input [15:0] b,
    input bin,
    output [15:0] diff,
    output bout
);
    assign {bout, diff} = a - b - bin;
endmodule
module adder_16bits(
    input [15:0] a,
    input [15:0] b,
    input cin,
    output [15:0] sum,
    output cout
);
    assign {cout, sum} = a + b + cin;
endmodule
module multiplier_16bits(
    input [15:0] a,
    input [15:0] b,
    output [31:0] product
);
    assign product = a * b;
endmodule
module divider_16bits(
    input [15:0] dividend,
    input [15:0] divisor,
    output [15:0] quotient,
    output [15:0] remainder
);
    assign quotient = dividend / divisor;
    assign remainder = dividend % divisor;
endmodule
module dff_16bit (
    input      [15:0] d,
    input             clk,
    input             rstn,
    input             en,
    output reg [15:0] q
);
    always @(posedge clk) begin
        if (!rstn)
            q <= 16'b0;
        else if (en)
            q <= d;
    end
endmodule
module system_multiplier (
    input      [15:0] d_a,       
    input      [15:0] d_b,       
    input             clk,
    input             rstn,
    input             en_a,       
    input             en_b,       
    input             en_result,  
    output     [31:0] result      
);
    wire [15:0] q_a;           
    wire [15:0] q_b;           
    wire [31:0] product_wire;  
    wire [31:0] q_result;      
    dff_16bit register_a_inst (
        .d   (d_a),
        .clk (clk),
        .rstn(rstn),
        .en  (en_a),
        .q   (q_a)
    );
    dff_16bit register_b_inst (
        .d   (d_b),
        .clk (clk),
        .rstn(rstn),
        .en  (en_b),
        .q   (q_b)
    );
    multiplier_16bits multiplier_inst (
        .a      (q_a),
        .b      (q_b),
        .product(product_wire)
    );
    reg [31:0] result_reg;
    always @(posedge clk) begin
        if (!rstn)
            result_reg <= 32'b0;
        else if (en_result)
            result_reg <= product_wire;
    end
    assign result = result_reg;
endmodule
--- /design/flow/run.sh ---
#!/bin/bash
# OpenROAD 26Q1-2900-gdf79404cd8, Yosys 0.63+post, stock flow scripts
make -C /OpenROAD-flow-scripts/flow DESIGN_CONFIG=/design/flow/config.mk WORK_HOME=/design/flow/orfs finish
--- /design/flow/config.mk ---
export PLATFORM = sky130hd
export DESIGN_NAME = system_multiplier
export DESIGN_NICKNAME = system_multiplier
export VERILOG_FILES = /design/flow/design.v
export SDC_FILE = /design/flow/constraint.sdc
export NUM_CORES = 4
export LEC_CHECK = 1
export CORE_UTILIZATION = 40
--- /design/flow/constraint.sdc ---
current_design system_multiplier

set clk_period 11.8
set clk_io_pct 0.2

create_clock -name clk0 -period $clk_period [get_ports {clk}]

set non_clock_inputs [all_inputs -no_clocks]
set_input_delay [expr $clk_period * $clk_io_pct] -clock clk0 $non_clock_inputs
set_output_delay [expr $clk_period * $clk_io_pct] -clock clk0 [all_outputs]
==> run_results.csv <==
group,metric,value,unit
global_route,antenna_found_initial,0,
final_timing,fin_crit,6.28,ns
synth,ys_ff,64,
floorplan,die_area,0.0281,mm^2
worst_setup_path,arrival,6.49,ns
worst_setup_path,r2r_setup_slack,5.52,ns
synth,yosys.stat.seqShare,11.7,%
layout,synthToLayoutAreaGrowth,12.7,%
global_route,grt_use_met2,31.5,%
synth,top_area_cell,"fa_1",
outcome,outcome,"finished clean",
power_and_ir_drop,vdd_drop_max,0.0672,mV
drt,drc_errors,0,
final_timing,relSlewSlack,47.0,%
drt,dr_total_vias,7961,
placed_design,routabilityCongestion,0.906,
synth,syn_area,0.0110,mm^2
worst_setup_path,crit_path_start,"register_b_inst.q[8]",
floorplan,row_count,60,
global_route,grt_usage,22.0,%
drt,final_antenna_net_count,0,
drt,n_antenna_cell,0,
worst_setup_path,crit_end,"result_reg[28]",
placed_design,dpl.cell_count,1590,
final_timing,hold_violations,0,
worst_setup_path,path_class,"register to register",
placed_design,io_buffer_count,68,
floorplan,core-area,0.0270,mm^2
drt,via_per_inst,4.96,
clock_network,cts_max_path_buffers,2,
power_and_ir_drop,leakage,6.01,nW
power_and_ir_drop,power-per-cell-area,73.0,mW/mm^2
synth,syn_avg_cell_area,9.04,um^2
synth,topCellsByArea,"fa_1, ha_1, dfxtp_1",
synth,ys_cells,1214,
synth,synth_cell_types,59,
global_route,grt_util_met1,32.7,%
clock_network,cts_resized,0,
clock_network,clock.latency.late_pin,0.34,ns
clock_network,htree_levels,3,
global_route,grt_pass1_wl,45.5,mm
final_timing,worst_pin_slew,0.794,ns
clock_network,cts_setup_buffers,0,
placed_design,dpl-instance-area,0.0120,mm^2
final_timing,fin_skew,0.00909,ns
layout,layoutNonFillerInstCount,1606,
synth,top_area_share,35.4,%
final_timing,setup_viol,0,
clock_network,clock_sink_count,64,
clock_network,ctsHoldBuffers,0,
clock_network,clk_pin_slew_worst_paths,0.06,ns
layout,design_area,0.0124,mm^2
global_route,gr-usage-met3,10.1,%
global_route,grt_overflow,0,
run,openroad.warnings,25,
synth,ys_warn_count,2,
final_timing,setup_tns,0,ns
floorplan,die_h,168,um
global_route,grt_start_max_net_pins,58,
final_timing,fin_ws,5.52,ns
worst_hold_path,hold_class,"register to register",
placed_design,pre_cts_slack,5.59,ns
synth,edf_count,0,
placed_design,hpwl,21.6,mm
floorplan,fp_util,40.7,%
synth,ff_type,"dfxtp_1",
final_timing,period_used_share,53.2,%
final_timing,grt_setup_unrepaired,"no",
drt,avgRoutedWirePerCell,17.0,um
clock_network,cts_tree,"done",
synth,synth-area-yosys,0.0110,mm^2
clock_network,root_buffer,"clkbuf_16",
worst_setup_path,rr_startpoint,"register_b_inst.q[8]",
clock_network,numCtsBuffers,9,
worst_setup_path,crit_fanout,17,
worst_setup_path,cp.required,12.01,ns
floorplan,pin_count,69,
worst_setup_path,reg2reg_to,"result_reg[28]",
final_timing,slew_viol_final,0,
drt,dr.pass1.iters,4,
worst_setup_path,worst_setup_path_end_kind,"register",
worst_setup_path,start_kind,"register",
worst_setup_path,r2r_cells,20,
synth,syn_inst,1214,
final_timing,fmax,159,MHz
layout,drive_above_1_share,4.19,%
drt,drt_iter0_markers,273,
layout,largest_reg_flops,32,
synth,synthArstFlopShare,0,%
global_route,top_usage_layer,"met1",
run,maxCapViolCount,0,
global_route,first_global_vias,8527,
drt,wirelength,27.3,mm
floorplan,die_w,168,um
==> cell usage in the layout, fill, tap and decap left out, types with 3 or more instances in the layout <==
cell               n
nand2_1          172
xor2_1            13
o21a_1             4
nor2b_1           48
mux2i_1           44
nand3_1            9
buf_4             19
o21ai_0           26
clkdlybuf4s50_1   68
a21boi_0           4
a31oi_1            4
inv_1            221
bufinv_16          3
nand2b_1           4
a211oi_1           5
o211ai_1           4
nor2_1            18
a21oi_1           26
ha_1             104
nand3b_1           3
fa_1             194
o21bai_1           3
and2_1           123
and3_1             4
a21o_1             8
xnor2_1           11
clkbuf_16          9
dfxtp_1           64
nand4_1            6
==> worst min path at each step <==
stage                          start        endpoint  depth (start not counted)
after global routing  result_reg[26]  result_reg[26]                          2
after CTS             result_reg[25]  result_reg[25]                          2
final                 result_reg[25]  result_reg[25]                          2
==> cell usage after synthesis (all sizes together), types with 13 or more instances <==
master / count
o21ai: 28
nor2: 18
nand2: 172
inv: 221
a21oi: 28
ha: 104
nor2b: 48
fa: 194
clkbuf: 47
mux2i: 44
dfxtp: 64
xor2: 13
and2: 123
==> power breakdown <==
group          total [W]  switching [W]  leakage (nW)  internal, W
Combinational   0.000316       0.000176          5.32     0.000140
Clock           0.000323       0.000110         0.165     0.000213
Sequential      0.000264      0.0000317         0.525     0.000233
==> per-stage QoR <==
step / power [W] / hold WS [ns] / utilization [%]
final: 0.000903 / 0.468 / 45.9
after global routing: 0.000966 / 0.492 / 45.9
after CTS: 0.000913 / 0.469 / 45.9
after detailed placement: 0.000580 / 0.446 / 44.6
after global placement: 0.000584 / 0.448 / 44.6
after floorplan: 0.000461 / 0.401 / -
==> kinds of logic (layout without fill, tap and decap cells) <==
logic type               Yosys count  after routing  share of synthesized area, %
flip-flops                        64             64                          11.7
buffers and inverters            273            324                          9.42
multiplexers                      46             46                          4.22
AND/OR/NAND/NOR                  401            401                          18.7
AND-OR/OR-AND                    108            108                          6.83
adder cells (fa/ha/maj)          298            298                          47.3
XOR/XNOR                          24             24                          1.92
==> critical path, cell delays in order, from the launching register on <==
cell and delay (ns):
dfxtp_1 0.83, nand2_1 0.16, fa_1 0.55, inv_1 0.06
fa_1 0.51, inv_1 0.06, fa_1 0.53, inv_1 0.05
fa_1 0.47, fa_1 0.50, inv_1 0.05, fa_1 0.48
inv_1 0.04, ha_1 0.39, a21oi_4 0.22, nand2_1 0.08
a221oi_2 0.33, a21oi_1 0.19, a211oi_1 0.33, xor2_1 0.22
o21ai_0 0.09
==> cell type report <==
cell class                 count  area, um^2
clock inverter                 6         114
sequential                    64        1280
multi-input combinational    877        8660
inverter                     221         830
tap                          341         427
clock buffer                  10         239
timing repair buffer          87         823
fill                        2515       14600
==> metal layers <==
layer	vias to the layer above	routed length [um]
met2	280	11700
met1	3826	12200
met4	0	344
li1	3828	-
met5	-	0
met3	27	3000
Power is estimated from default activity; no workload was simulated.
