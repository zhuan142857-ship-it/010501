## design/flow/run.sh

```bash
#!/bin/bash
# OpenROAD 26Q1-2900-gdf79404cd8, Yosys 0.63+post, stock flow scripts
make -C /OpenROAD-flow-scripts/flow DESIGN_CONFIG=/design/flow/config.mk WORK_HOME=/design/flow/orfs finish
```

## design/flow/config.mk

```make
export PLATFORM = sky130hd
export DESIGN_NAME = unified_computing_system
export DESIGN_NICKNAME = unified_computing_system
export VERILOG_FILES = /design/flow/design.v
export SDC_FILE = /design/flow/constraint.sdc
export NUM_CORES = 4
export LEC_CHECK = 1
export CORE_UTILIZATION = 40
```

## design/flow/constraint.sdc

```tcl
current_design unified_computing_system

set clk_period 80.1
set clk_io_pct 0.2

create_clock -name clk0 -period $clk_period [get_ports {clk}]

set non_clock_inputs [all_inputs -no_clocks]
set_input_delay [expr $clk_period * $clk_io_pct] -clock clk0 $non_clock_inputs
set_output_delay [expr $clk_period * $clk_io_pct] -clock clk0 [all_outputs]
```

## design/flow/design.v

```verilog
module subtractor_16bits(
    input [15:0] a,
    input [15:0] b,
    input bin,
    output [15:0] diff,
    output bout
);
    assign {bout, diff} = a - b - bin;
endmodule
module adder_16bits(
    input [15:0] a,
    input [15:0] b,
    input cin,
    output [15:0] sum,
    output cout
);
    assign {cout, sum} = a + b + cin;
endmodule
module multiplier_16bits(
    input [15:0] a,
    input [15:0] b,
    output [31:0] product
);
    assign product = a * b;
endmodule
module divider_16bits(
    input [15:0] dividend,
    input [15:0] divisor,
    output [15:0] quotient,
    output [15:0] remainder
);
    assign quotient = dividend / divisor;
    assign remainder = dividend % divisor;
endmodule
module dff_16bit (
    input      [15:0] d,
    input             clk,
    input             rstn,
    input             en,
    output reg [15:0] q
);
    always @(posedge clk) begin
        if (!rstn)
            q <= 16'b0;
        else if (en)
            q <= d;
    end
endmodule
module unified_computing_system (
    input      [15:0] d_a,           
    input      [15:0] d_b,           
    input      [1:0]  op_code,       
    input             clk,
    input             rstn,
    input             en_a,           
    input             en_b,           
    input             en_result,      
    input             cin,            
    input             bin,            
    output reg [31:0] result,         
    output reg [15:0] remainder,      
    output reg        cout,           
    output reg        bout,           
    output reg        overflow_flag,  
    output reg        error_flag      
);
    wire [15:0] q_a;            
    wire [15:0] q_b;            
    wire [15:0] sum_result;
    wire        sum_cout;
    wire [15:0] diff_result;
    wire        diff_bout;
    wire [31:0] product_result;
    wire [15:0] quotient_result;
    wire [15:0] remainder_result;
    reg [31:0] temp_result;
    reg [15:0] temp_remainder;
    reg        temp_cout;
    reg        temp_bout;
    reg        temp_overflow;
    reg        temp_error;
    dff_16bit register_a_inst (
        .d   (d_a),
        .clk (clk),
        .rstn(rstn),
        .en  (en_a),
        .q   (q_a)
    );
    dff_16bit register_b_inst (
        .d   (d_b),
        .clk (clk),
        .rstn(rstn),
        .en  (en_b),
        .q   (q_b)
    );
    adder_16bits adder_inst (
        .a   (q_a),
        .b   (q_b),
        .cin (cin),
        .sum (sum_result),
        .cout(sum_cout)
    );
    subtractor_16bits subtractor_inst (
        .a    (q_a),
        .b    (q_b),
        .bin  (bin),
        .diff (diff_result),
        .bout (diff_bout)
    );
    multiplier_16bits multiplier_inst (
        .a      (q_a),
        .b      (q_b),
        .product(product_result)
    );
    divider_16bits divider_inst (
        .dividend (q_a),
        .divisor  (q_b),
        .quotient (quotient_result),
        .remainder(remainder_result)
    );
    always @(*) begin
        temp_result = 32'b0;
        temp_remainder = 16'b0;
        temp_cout = 1'b0;
        temp_bout = 1'b0;
        temp_overflow = 1'b0;
        temp_error = 1'b0;
        case(op_code)
            2'b00: begin  
                temp_result = {16'b0, sum_result};
                temp_cout = sum_cout;
                if ((q_a[15] == q_b[15]) && (sum_result[15] != q_a[15])) begin
                    temp_overflow = 1'b1;
                end
            end
            2'b01: begin  
                temp_result = {16'b0, diff_result};
                temp_bout = diff_bout;
                if ((q_a[15] != q_b[15]) && (diff_result[15] != q_a[15])) begin
                    temp_overflow = 1'b1;
                end
            end
            2'b10: begin  
                temp_result = product_result;
                if (product_result[31:16] != 16'b0 && 
                    product_result[31:16] != 16'hFFFF) begin
                    temp_overflow = 1'b1;
                end
            end
            2'b11: begin  
                if (q_b == 16'b0) begin  
                    temp_result = 32'b0;
                    temp_error = 1'b1;
                end else begin
                    temp_result = {16'b0, quotient_result};  
                    temp_remainder = remainder_result;
                end
            end
            default: begin
            end
        endcase
    end
    always @(posedge clk) begin
        if (!rstn) begin
            result <= 32'b0;
            remainder <= 16'b0;
            cout <= 1'b0;
            bout <= 1'b0;
            overflow_flag <= 1'b0;
            error_flag <= 1'b0;
        end
        else if (en_result) begin
            result <= temp_result;
            remainder <= temp_remainder;
            cout <= temp_cout;
            bout <= temp_bout;
            overflow_flag <= temp_overflow;
            error_flag <= temp_error;
        end
    end
endmodule
```

==> changes_impl.md <==
## Flow update

* Ys Warns at 2
* CTS tree: done
* CTS sink cnt at 84
* Yosys cell types at 83
* # resized after CTS at 0
* CTS Buffer Depth at 2
* Remaining Overflow, GRT at 0
* # hold bufs at CTS at 0
* Root Driver: clkbuf_16
* Final hold slack at 0.471 ns
* Drt first pass iters at 7
* Yosys Instances at 2,569
* Post-synthesis sequential area ratio at 8.28%
* Slowest stage delay, CP at 0.81 ns
* Number of global-route vias before repair at 18,600
* Area leader share at 19.6%
* CTS Buf Count at 9
* Final setup margin at 48.26 ns
* Slowest library cell on the worst path: a31oi_1
* Max-slew violations at 0
* Core area at 50,100 µm²
* Tmin final at 31.84 ns
* First-pass GRT wire length at 110,000 µm
* Post-route ant nets at 0
* Initial antenna violation count at 1
* Post-synth EDFFs at 0
* I/O pin cnt at 93
* Drt first-iter violations at 1,068
* Biggest area cells: fa_1 (20%), ha_1 (18%), dfxtp_1 (8.3%)
* Worst slew margin at 37.5%
* Crit path max fanout at 18
* Drt total wl at 71,300 µm
* Initial core utilization at 40.5%
* OpenROAD warnings at 45
* Routed vias/inst at 5.67
* Setup_tns at 0 ns
* Cell taking the most area after synthesis: fa_1
* Die width at 227 µm
* Synth async-reset ratio at 0%
* Mapped Cells at 2,569
* Outcome: complete, no violations
* Pin count of the biggest net entering global routing at 57
* Layout cell share with drive strength beyond 1 at 5.12%
* GRT Total Usage at 29.7%
* Vias at 18,800
* PortBufs at 92
* Yosys stat area at 20,300 µm²
* Worst-path clk slew at 0.07 ns
* Final period util at 39.8%
* Setup bufs post-CTS at 0
* DRC Markers at 0
* Htree depth at 3
* Startpoint types: register
* Crit path capture type: register
* Worst EP required at 80.42 ns
* Per-cell routed wire length at 21.5 µm
* CP Launch Point: register_b_inst.q[11]$_SDFFE_PN0P_
* #FFs+latches synth at 84
* Die area at 51,600 µm²
* Area Overhead vs Synth at 10.5%
* Worst Path Class, Setup: register to register
* Synthesized cell area at 20,300 µm²
* CP Data Arrival Time at 32.16 ns
* Synthesized area per cell at 7.90 µm²
* Number of cell rows at 82
* Latency at later pin at 0.41 ns
* Final setup viols at 0
* Post-DP HPWL at 54,700 µm
* RSZ-0062 raised after global routing: false
* Final hold viol count at 0
* Skew final at 0.0188 ns
* Dpl ws at 48.89 ns
* Die H at 227 µm
* Least-Margin Pin Slew at 0.934 ns
* Reg-to-Reg Start: register_b_inst.q[11]$_SDFFE_PN0P_
* Diode count at 0
* Post-synth top flop: dfxtp_1
* Hold path start: remainder[1]$_SDFFE_PN0P_
* Hold Path Class: register to register
* GPL Wtd Cong at 1.02
* Max-cap viol count at 0
* Fmax at 31.4 MHz
==> cells by family (layout without fill, tap and decap cells) <==
logic type	Yosys count	in the layout	share of synthesized area (%)
xor gates and xnor gates	118	118	5.09
and+or+nand+nor	812	812	18.5
AOI/OAI and AO/OA	577	577	19.4
muxes	64	64	3.32
buffers and inverters	425	494	7.90
DFF	84	84	8.28
adders and majority gates	489	489	37.5
==> placed cells by master (no fill, tap or decap), drive strengths merged, types with 11 or more instances in the layout <==
cell           instances
inv                  323
ha                   290
nand2                288
nor2                 226
fa                   199
a21oi                117
o21ai                105
clkdlybuf4s50         90
dfxtp                 84
xnor2                 75
nor3                  71
nor2b                 70
o21a                  67
buf                   61
a21o                  49
mux2i                 43
xor2                  43
nand3                 35
or3                   28
a31oi                 22
o211ai                21
mux2                  21
nand2b                20
o31ai                 19
a21boi                18
a22oi                 17
o21bai                14
or2                   13
a211oi                13
o22ai                 12
and2                  12
a211o                 11
==> area by class of cell <==
cell class	count	area (µm²)
repair buffers	151	1350
well taps	672	841
clock inverters	7	73.8
flip-flops and latches	84	1680
inverters	327	1230
clock buffers	9	225
fillers	4911	27600
multi-input cells	2060	17000
==> worst paths after layout <==
kind	depth (start not counted)	slack, ns	endpoint
setup / recovery	123	48.26	remainder[11]$_SDFFE_PN0P_
hold / removal	2	0.47	remainder[1]$_SDFFE_PN0P_
hold reg to reg	2	0.47	remainder[1]$_SDFFE_PN0P_
setup reg to reg	123	48.26	remainder[11]$_SDFFE_PN0P_
==> synth_stat cells, drive strengths merged (70+ instances only) <==
cell type,count
fa,199
nor2,226
a21oi,117
clkbuf,92
xnor2,75
nand2,288
inv,321
nor2b,70
dfxtp,84
nor3,71
ha,290
o21ai,105
==> through the flow <==
stage / utilization, % / instance area [µm²] / cells
finish: 44.8 / 22400 / 3310
global route: 44.8 / 22400 / 3310
CTS: 44.8 / 22400 / 3310
detailed placement: 44.2 / 22100 / 3294
global placement: 44.2 / 22100 / 3294
floorplan: - / 20300 / 2569
==> critical path: cells and delay by family, from the launching register on <==
family / cells / cell delay, ns
buffers and inverters: 6 / 0.79
multiplexers: 7 / 2.46
AND-OR/OR-AND: 70 / 16.93
flip-flops: 1 / 0.52
AND/OR/NAND/NOR: 25 / 6.65
adder cells (fa/ha/maj): 15 / 4.34
==> per-layer routing <==
metal / GRT usage, % / routed length [µm] / vias to the layer above
met2: 46.3 / 32000 / 761
li1: - / - / 8901
met3: 8.85 / 6470 / 166
met1: 39.6 / 29300 / 8924
met4: 11.1 / 3490 / 2
met5: 0.285 / 11 / -
==> registers in the layout, indices dropped and copies added, names as in the netlist <==
name	cells
bout	1
register_b_inst.q	16
overflow_flag	1
error_flag	1
register_a_inst.q	16
remainder	16
result	32
cout	1
