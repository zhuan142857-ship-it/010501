`/design/flow/run.sh`:
```
#!/bin/bash
# OpenROAD 26Q1-2900-gdf79404cd8, Yosys 0.63+post, stock flow scripts
make -C /OpenROAD-flow-scripts/flow DESIGN_CONFIG=/design/flow/config.mk WORK_HOME=/design/flow/orfs finish
```
`/design/flow/config.mk`:
```
export PLATFORM = sky130hd
export DESIGN_NAME = system_divider
export DESIGN_NICKNAME = system_divider
export VERILOG_FILES = /design/flow/design.v
export SDC_FILE = /design/flow/constraint.sdc
export NUM_CORES = 4
export LEC_CHECK = 1
export CORE_UTILIZATION = 40
```
`/design/flow/constraint.sdc`:
```
current_design system_divider

set clk_period 56.4
set clk_io_pct 0.2

create_clock -name clk0 -period $clk_period [get_ports {clk}]

set non_clock_inputs [all_inputs -no_clocks]
set_input_delay [expr $clk_period * $clk_io_pct] -clock clk0 $non_clock_inputs
set_output_delay [expr $clk_period * $clk_io_pct] -clock clk0 [all_outputs]
```
`/design/flow/design.v`:
```
module subtractor_16bits(
    input [15:0] a,
    input [15:0] b,
    input bin,
    output [15:0] diff,
    output bout
);
    assign {bout, diff} = a - b - bin;
endmodule
module adder_16bits(
    input [15:0] a,
    input [15:0] b,
    input cin,
    output [15:0] sum,
    output cout
);
    assign {cout, sum} = a + b + cin;
endmodule
module multiplier_16bits(
    input [15:0] a,
    input [15:0] b,
    output [31:0] product
);
    assign product = a * b;
endmodule
module divider_16bits(
    input [15:0] dividend,
    input [15:0] divisor,
    output [15:0] quotient,
    output [15:0] remainder
);
    assign quotient = dividend / divisor;
    assign remainder = dividend % divisor;
endmodule
module dff_16bit (
    input      [15:0] d,
    input             clk,
    input             rstn,
    input             en,
    output reg [15:0] q
);
    always @(posedge clk) begin
        if (!rstn)
            q <= 16'b0;
        else if (en)
            q <= d;
    end
endmodule
module system_divider (
    input      [15:0] d_a,          
    input      [15:0] d_b,          
    input             clk,
    input             rstn,
    input             en_a,          
    input             en_b,          
    input             en_result,     
    output     [15:0] quotient,      
    output     [15:0] remainder      
);
    wire [15:0] q_a;                
    wire [15:0] q_b;                
    wire [15:0] quotient_wire;      
    wire [15:0] remainder_wire;     
    reg  [15:0] quotient_reg;       
    reg  [15:0] remainder_reg;      
    dff_16bit dividend_register_inst (
        .d   (d_a),
        .clk (clk),
        .rstn(rstn),
        .en  (en_a),
        .q   (q_a)
    );
    dff_16bit divisor_register_inst (
        .d   (d_b),
        .clk (clk),
        .rstn(rstn),
        .en  (en_b),
        .q   (q_b)
    );
    divider_16bits divider_inst (
        .dividend (q_a),
        .divisor  (q_b),
        .quotient (quotient_wire),
        .remainder(remainder_wire)
    );
    always @(posedge clk) begin
        if (!rstn) begin
            quotient_reg  <= 16'b0;
            remainder_reg <= 16'b0;
        end
        else if (en_result) begin
            quotient_reg  <= quotient_wire;
            remainder_reg <= remainder_wire;
        end
    end
    assign quotient  = quotient_reg;
    assign remainder = remainder_reg;
endmodule
```
==> CHANGELOG.md <==
### Implementation results

* Status: completed
* Final setup viols at 0
* Critical path data required time at 56.60 ns
* TNS Setup at 0 ns
* Mean post-synth cell area at 7.44 sq um
* Warnings, synthesis at 2
* CTS Buf Count at 9
* Root buf cell: clkbuf_16
* Antenna diodes at 0
* Critical path class: flop to flop
* Post-layout util at 0.467
* Delay-heaviest family, CP: AND-OR/OR-AND gates
* Worst rel slew slack at 0.391
* Slew Viols, Final at 0
* # Post-CTS Setup Buffers at 0
* Layout Cells excl Fill at about 1700
* Max Clock Freq at 31.2 MHz
* Dominant flop cell: dfxtp_1
* Die W at 161 um
* Grt total ovfl at 0
* Largest net degree at the start of global routing at slightly below 50
* Post-route ant nets at 0
* First-pass GRT wire length at around 53000 um
* Post_cts resized at 0
* RSZ-0062 raised after global routing: no
* Routability Congestion at 0.993
* Main kind of combinational logic by area: AND-OR/OR-AND gates
* Layout cells sized above 1 at 0.0655
* Worst slew pin tran at 0.891 ns
* Final hold vios at 0
* Worst Path Arrival at 32.29 ns
* Synth Register Bits at around 64
* Synth-to-Final Area Change at 13.6%
* Boundary Pins at 69
* DRC viols at 0
* H-Tree Depth at 3
* Port buffer count at 68
* Latency at later pin at roughly 0.33 ns
* Yosys top cell by instances: nor2_1
* Crit path top cell by count: ha_1
* Placed Instances at 1712
* DPL Wire Length at 26500 um
* Min Tclk post-route at 32.09 ns
* Commonest cells post-synth: nor2_1, ha_1, nand2_1, a21oi_1, o21ai_0
* Seq share, synth at 0.127
* Min-delay worst type: flop to flop
* YS chip area at between 10000 and 15000 sq um
* DR iter-0 viols at 509
* CTS hold repair buffers at 0
* Clock slew at reported path FFs at 0.06 ns
* Antenna violations before repair at 0
* Clock Skews at 0.00960 ns
* Worst-path maximum fanout at 20
* Top cell type's share of synthesized area at 0.170
* Fa+ha+maj area frac at 0.172
* Hold WS at 0.478 ns
* Final period util at 0.569
* Mux frac, synth at 0.0623
* Post-Syn Instances at 1352
* Via count at 10282
* GRT Util Overall at 0.266
* OpenROAD warning count at 26
* Die Y at ~160 um
* Xor/xnor share at 0.0697
* Die footprint at 25800 sq um
* Num rows at ~57
* Cells in synth_stat.txt at 1352
* Setup crit end kind: flop
* Setup crit start kind: flop
* Area leader, netlist: ha_1
* Pre-antenna DRT Iters at 5
* AO/OA Area Share at 0.303
* Vias/cell at 5.95
* Largest cells by area: ha_1, dfxtp_1, nor2_1
* Worst-case clock buffer depth at 2
* Vias in the first global route at 9524
* Crit path buf inv count at 7
* Core ar. at 24500 sq um
* Mapped Area at 10100 sq um
* Number of max-cap violations at 0
* CTS sink cnt at 64
* Initial Util at 0.411
* DRT Wirelength at 33600 um
* Drt wl/cell at 19.4 um
* Basic Gates by Area at 0.224
* Post-synth EDFFs at 0
* CP max stage delay at ~0.74 ns
* CTS tree: yes
* Unique cell types at 96
* Crit path max-delay cell type: o41ai_1
* Asr flop ratio synth at 0
==> metal layers <==
metal  vias to the layer above  GRT usage  wire, um
li1                       5169          -         -
met1                      4786      0.410     16600
met2                       273      0.402     14300
met3                        54     0.0184      1670
met4                         0     0.0688       958
met5                         -          0         0
==> cells by family after synthesis <==
group                    Yosys count
AND/OR/NAND/NOR                  465
flip-flops                        64
buffers and inverters            106
multiplexers                      61
adder cells (fa/ha/maj)          138
XOR/XNOR                          80
AND-OR/OR-AND                    438
==> through the flow <==
step	setup WS [ns]	area, sq um
after global routing	21.79	11400
after global placement	25.43	11100
final	24.31	11400
after detailed placement	25.11	11100
after floorplan	29.02	10100
after CTS	24.96	11400
==> layout make-up <==
type                    count  area (sq um)
well taps                 324           405
inverters                  54           203
repair buffers             88           826
clock buffers              10           239
fillers                  2432         13000
flip-flops and latches     64          1280
clock inverters             6           115
multi-input cells        1182          8360
==> layout by cell type, fill, tap and decap left out, types with 8 or more instances in the layout <==
| cell | instances |
|---|---|
| clkbuf_16 | 9 |
| mux2_2 | 13 |
| nor2b_1 | 11 |
| clkdlybuf4s50_1 | 67 |
| ha_1 | 137 |
| and2_1 | 14 |
| xnor2_1 | 39 |
| nand4_1 | 15 |
| a21oi_1 | 98 |
| or2_2 | 9 |
| or3_1 | 19 |
| nand3_1 | 30 |
| o211ai_1 | 18 |
| dfxtp_1 | 64 |
| a21boi_0 | 12 |
| nand2b_1 | 13 |
| xor2_1 | 41 |
| nand2_1 | 101 |
| o21a_1 | 32 |
| nor3_1 | 46 |
| a211o_1 | 8 |
| inv_1 | 53 |
| a211oi_1 | 23 |
| a31oi_1 | 23 |
| o21ai_0 | 74 |
| mux2i_1 | 48 |
| buf_4 | 20 |
| a21o_1 | 44 |
| nor2_1 | 164 |
| nor4_1 | 8 |
==> worst paths after layout <==
kind                                            startpoint                       endpoint  slack, ns  cells after the start
setup / recovery  divisor_register_inst.q[15]$_SDFFE_PN0P_  remainder_reg[9]$_SDFFE_PN0P_      24.31                    115
hold / removal               quotient_reg[12]$_SDFFE_PN0P_  quotient_reg[12]$_SDFFE_PN0P_       0.48                      2
setup reg to reg  divisor_register_inst.q[15]$_SDFFE_PN0P_  remainder_reg[9]$_SDFFE_PN0P_      24.31                    115
hold reg to reg              quotient_reg[12]$_SDFFE_PN0P_  quotient_reg[12]$_SDFFE_PN0P_       0.48                      2
==> worst reg2reg max path: cells and delay by family (launching register included) <==
| kind | cells | cell delay [ns] |
|---|---|---|
| multiplexers | 1 | 0.38 |
| AND-OR/OR-AND | 64 | 18.21 |
| adder cells (fa/ha/maj) | 15 | 4.95 |
| buffers and inverters | 7 | 1.01 |
| AND/OR/NAND/NOR | 28 | 7.02 |
| flip-flops | 1 | 0.39 |
